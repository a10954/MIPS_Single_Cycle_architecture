===== design/flow/constraint.sdc =====
current_design MIPS_ALU

set clk_period 32.1
set clk_io_pct 0.2

create_clock -name clk0 -period $clk_period

set non_clock_inputs [all_inputs -no_clocks]
set_input_delay [expr $clk_period * $clk_io_pct] -clock clk0 $non_clock_inputs
set_output_delay [expr $clk_period * $clk_io_pct] -clock clk0 [all_outputs]

===== design/flow/config.mk =====
export PLATFORM = sky130hd
export DESIGN_NAME = MIPS_ALU
export DESIGN_NICKNAME = MIPS_ALU
export VERILOG_FILES = /design/flow/design.v
export SDC_FILE = /design/flow/constraint.sdc
export NUM_CORES = 4
export LEC_CHECK = 1
export CORE_UTILIZATION = 30

===== design/flow/design.v =====
module MIPS_ALU
  (
   ALUCntrl_in, 
   A_in, 
   B_in, 
   ALU_out, 
   zero_out
   );
   parameter ALU_delay = 22;
   parameter zero_delay = 3;
   output [31:0] ALU_out;
   reg [31:0]    ALU_out;
   output 	 zero_out;
   reg 		 zero_out;
   input [3:0] 	 ALUCntrl_in;
   input [31:0]  A_in, B_in;	
   reg [31:0] 	 temp;
   always@*
     begin
	#ALU_delay;
	case(ALUCntrl_in)
	  4'b0000:   
	    ALU_out = A_in & B_in;
	  4'b0001:   
	    ALU_out = A_in | B_in;
	  4'b0010:   
	    ALU_out = A_in + B_in;
	  4'b0110:   
	    ALU_out = A_in - B_in;
	  4'b0111:   
	    begin
	       temp = A_in - B_in;
	       if(temp[31]) 
		 ALU_out = 32'd1;
	       else
		 ALU_out = 32'd0;  		
	    end
	  4'b1100:   
	    ALU_out = ~(A_in | B_in);
	  4'b1111:   
	    ALU_out = {B_in[15:0], 16'b0};
	  default:   
	    ALU_out = 32'bx;
	endcase  
     end  
   always@*
     begin
	#zero_delay;
	if (~(|ALU_out)) 
	  zero_out = 1;
	else	
	  zero_out = 0;
     end
endmodule

===== design/flow/run.sh =====
#!/bin/bash
# OpenROAD 26Q1-2900-gdf79404cd8, Yosys 0.63+post, stock flow scripts
make -C /OpenROAD-flow-scripts/flow DESIGN_CONFIG=/design/flow/config.mk WORK_HOME=/design/flow/orfs finish

==> results.toml <==
# implementation run metrics
[status]
status = "completed"

[grt]
grt.overflow.total = 0
grt_pass1_vias = 6979
grt_pass1_wl_mm = 40.8
track_usage = 0.249
grt_max_degree = 55
antenna_found_initial = 1

[worst_hold_path]
hold_path_class = "in -> out"

[sta]
holdWs_ns = 13.98
maxSlewViolCount = 0
rsz0062_at_grt = "no"
maxSlewHeadroom = 0.442
finalCritPeriodShare = 0.557
fin_crit_ns = 17.89
fin_tns_setup_ns = 0
layout_setup_ws_ns = 14.21
worstMarginPinSlew_ns = 0.836
max_freq_mhz = 55.9
setup_violations = 0
hold_viol = 0

[setup_path]
path_max_fanout = 8
crit_required_ns = 25.68
worstPathArrival_ns = 11.47
crit_path_start_kind = "input pin"
worstSetupPathType = "in -> out"
worstSetupEndpointType = "primary output"

[synth]
yosys-top-cells-count = "nor2_1 (108), ha_1 (102), inv_1 (99)"
ys_area_um2 = 6220
yosys.area.top_type = "ha_1"
synth_seq_share = 0
synth.area.top_cells = "ha_1 (21%), a21oi_1 (7.7%), nor2_1 (6.5%)"
synth_area_um2 = 6220
ys_cells = 952
synth_cell_types = 89
synth.most_common_cell = "nor2_1"
syn_avg_cell_area_um2 = 6.53
synth_warnings = 1
netlist_instances = 952
top_cell_area_share = 0.205

[route]
avgViaCountPerCell = 5.90
antenna_left = 0
dr.pass1.iters = 7
drc = 0
drt_wl_total_mm = 26.9
wire_per_inst_um = 21.0
drt_iter0_drc = 680
dr_total_vias = 7545

[job]
warnings = 102
cap_viol_max_count = 0

[placed_design]
dpl_cell_area_um2 = 7360
dp_hpwl_mm = 21.5
numPortBuffers = 101
gp_congestion = 1.05
pre_cts_ws_ns = 14.50

[cells_and_area]
flop_area_um2 = 0
syn2layout_area_growth_pct = 18.4
drive_gt1_frac = 0.0487
clkbuf_count = 0
final.fill_count = 2248
final_area_um2 = 7360
ff_count = 0

[floorplan]
coreArea_um2 = 20300
io_pins = 101
fp_util = 0.306
rows = 52
die_area_um2 = 21300
die_x_um = 146
fp.dieH_um = 146

[power]
leakage_nw = 3.10
peakVddDrop_mv = 0.00443
finalPower_mw = 0.130
power_density_nw_per_um2 = 17.7

[clocking]
cts_resized = 0
holdBufCountCts = 0
post_cts_buffers = 0
[cells in the final DEF (no fill, tap or decap), types with 5 or more instances in the layout]
cell | netlist | final
nor4_1 | 14 | 13
nor2_1 | 108 | 108
xnor2_1 | 5 | 5
o22ai_1 | 8 | 8
a21oi_1 | 96 | 96
o211ai_1 | 24 | 24
nor3b_1 | 5 | 5
clkdlybuf4s50_1 | 0 | 100
nand3_1 | 18 | 18
or4_1 | 7 | 7
nor3_1 | 25 | 25
a311oi_1 | 5 | 5
o21bai_1 | 5 | 5
a211o_1 | 7 | 7
o21a_1 | 9 | 9
and2_1 | 8 | 8
nor2b_1 | 20 | 20
a211oi_1 | 13 | 13
mux2i_1 | 10 | 10
nand2_1 | 53 | 53
buf_4 | 6 | 11
nand4_1 | 9 | 9
o21ai_1 | 6 | 6
a21o_1 | 10 | 10
ha_1 | 102 | 102
o31ai_1 | 18 | 18
nand2b_1 | 13 | 13
o21ai_0 | 65 | 65
a2111oi_0 | 9 | 9
a31oi_1 | 8 | 8
inv_1 | 99 | 99
or2_2 | 6 | 6
and3_1 | 7 | 7
o2111ai_1 | 6 | 6
[power by group]
part | switching [mW] | internal [mW]
combinational | 0.0785 | 0.0519
clock | 0 | 0.000000000162
sequential | 0 | 0
[metal layers]
metal | up-vias | wire, um | part of all wire | track usage
met5 | - | 0 | 0 | 0
met4 | 0 | 898 | 0.033 | 0.0734
met3 | 60 | 2700 | 0.10 | 0.0614
met2 | 413 | 11500 | 0.43 | 0.374
met1 | 3467 | 11800 | 0.44 | 0.352
li1 | 3605 | - | - | -
[final cells by class]
type                       instances  area (um2)  area share
multi-input combinational        795        5560       0.755
timing repair buffer             112        1090       0.148
tap                              270         338      0.0459
inverter                         100         375      0.0510
antenna                            1        2.50    0.000340
[worst paths after layout]
kind,startpoint,endpoint,depth (start not counted)
worst max-delay path,B_in[6],zero_out,15
worst min-delay path,ALUCntrl_in[1],ALU_out[6],5
[stage by stage]
stage	cells	util
finish	1278	0.363
CTS	1277	0.363
floorplan	952	-
global placement	1277	0.363
detailed placement	1277	0.363
global route	1278	0.363
[cells by family (layout without fill, tap and decap cells)]
family,count (synthesis),in the layout,share of synthesized area
muxes,13,13,0.0215
buffers and inverters,157,212,0.107
xor gates and xnor gates,6,6,0.00845
and+or+nand+nor,313,313,0.255
AOI/OAI and AO/OA,359,359,0.397
adders and majority gates,104,104,0.212
other,0,1,0
[critical path, cell delays in order]
cell and delay [ns]:
clkdlybuf4s50_1 0.57, inv_1 0.09, ha_1 0.48, nor2b_1 0.10, a2111oi_0 0.64, a211oi_1 0.34
o21ai_1 0.69, a311oi_1 0.20, a211oi_1 0.26, o2bb2ai_1 0.23, o211ai_1 0.17, nor4_1 0.35
nand4_1 0.25, nor4_2 0.19, clkdlybuf4s50_1 0.49
