==> /design/flow/config.mk <==
export PLATFORM = sky130hd
export DESIGN_NAME = MUX32_2X1
export DESIGN_NICKNAME = MUX32_2X1
export VERILOG_FILES = /design/flow/design.v
export SDC_FILE = /design/flow/constraint.sdc
export NUM_CORES = 4
export LEC_CHECK = 1
export CORE_AREA = 10 10 71 71
export DIE_AREA = 0 0 81 81
==> /design/flow/run.sh <==
#!/bin/bash
# OpenROAD 26Q1-2900-gdf79404cd8, Yosys 0.63+post, stock flow scripts
make -C /OpenROAD-flow-scripts/flow DESIGN_CONFIG=/design/flow/config.mk WORK_HOME=/design/flow/orfs finish
==> /design/flow/constraint.sdc <==
current_design MUX32_2X1

set clk_period 1.0
set clk_io_pct 0.2

create_clock -name clk0 -period $clk_period

set non_clock_inputs [all_inputs -no_clocks]
set_input_delay [expr $clk_period * $clk_io_pct] -clock clk0 $non_clock_inputs
set_output_delay [expr $clk_period * $clk_io_pct] -clock clk0 [all_outputs]
==> /design/flow/design.v <==
module MUX32_2X1
  (
   value_out,
   value0_in, 
   value1_in, 
   select_in
   );
   parameter MUX_delay = 4;  
   output [31:0] value_out;
   reg [31:0] 	 value_out;		
   input [31:0]  value0_in, value1_in;
   input 	 select_in;	
   always@*
     begin
	#MUX_delay;
	if (~select_in)
	  value_out = value0_in;
	else
	  value_out = value1_in;
     end
endmodule  
==> flow_summary.toml <==
# yosys + openroad results
[floorplan]
die_h_um = 81
dieArea_um2 = 6560
ios = 97
rows = 22
core_um2 = 3630
die_w_um = 81
fp_util = 0.150

[synth]
syn_area_per_cell_um2 = 15.1
postSynthSeqShare = 0
synthTopCellsByCount = "30 x mux2_4, 3 x buf_12, 2 x mux2_2"
syn_area_um2 = 544
most_common_cell = "mux2_4"
ys_cells = 36
yosys.area.top_type = "mux2_4"
synthTopCellsByArea = "mux2_4 83%, buf_12 11%, mux2_2 4.1%"
synth_warnings = 1
syn_inst = 36
top_cell_area_share = 0.828
yosys-stat-area_um2 = 544
synth_cell_type_count = 4

[worst_setup_path]
start_kind = "input port"
cp_slowest_cell = "clkdlybuf4s50_1"
crit_chain = "clkdlybuf4s50_1 > mux2_4 > buf_6"
cp_max_fo = 1
cp.arrival_ns = 0.99
crit_type = "input port to primary output"
critPathRequiredTime_ns = 0.80
cp_slowest_stage_delay_ns = 0.40
crit_path_end_kind = "primary output"

[route]
drtPass1Iterations = 2
highest_layer = "met3"
wirelength_met1_um = 1060
vias = 708
route.met3.wl_um = 323
antenna_cells = 0
wl_met2_um = 1430
postRouteAntennaNets = 0
routed_wl_um = 2820
drc = 0
wl_per_cell_um = 15.2
first_iter_violations = 4
viasPerCell = 3.83

[grt]
grt_pass1_wl_um = 4040
grt_pass1_vias = 758
grt_max_degree = 11
antenna_found_initial = 0
grt-ovfl-total = 0
track_usage = 0.0754

[placement]
place_area_um2 = 1530
gp_congestion = 0.844
numPortBuffers = 97
hpwl_um = 2500

[power_and_ir_drop]
p_switching_uw = 136
seqPwrFrac = 0
cellPowerDensity_nw_per_um2 = 396
comb_power_share = 1.000
p_sw_frac = 0.216
pwr-share-clk = 0
p_int_uw = 493
vdd_ir_drop_max_mv = 0.161
p_leak_nw = 0.861

[finish]
postLayoutCoreUtil = 0.437
n_clock_buffer = 0
area_growth_pct = 192
final-comb-area_um2 = 480
final_area_um2 = 1590
flop_area_um2 = 0
ff_count = 0
layout-drive-gt1-share = 0.533
fillers = 361

[min_path]
min_path_cells = 3
hp-class = "input port to primary output"
whs_endpoint = "value_out[16]"
hp-start = "value1_in[16]"

[run]
cap_viol_max_count = 0
tool_warnings = 34

[timing]
period_used_share = 1.19
worst_pin_slew_ns = 0.0827
setup_viol = 32
setup_ws_ns = -0.185
hold_viol_final = 0
maxSlewHeadroom = 0.945
fmax_mhz = 844
drv_slew = 0
rsz0062_at_grt = "yes"
post-route-min-period_ns = 1.19

[outcome]
violations = "negative setup slack"
status = "finished, violations left"

[clock_tree]
cts_hold_buf = 0
-- how the worst max path moves through the flow --
stage / cells past startpoint / slack [ns] / from / endpoint
4_1_cts: 5 / -0.19 / select_in / value_out[9]
6_report: 3 / -0.19 / value0_in[2] / value_out[2]
5_1_grt: 5 / -0.20 / select_in / value_out[9]
-- what timing repair did --
action,CTS,global route
gates cloned,1,0
buffers inserted,3,0
endpoints found under the setup margin,32,32
resized,166,15
-- power groups by stage --
stage	logic (mW)	clock network, mW	registers, mW
6_report	0.629	0	0
5_1_grt	0.671	0	0
4_1_cts	0.597	0	0
-- layer usage --
| layer | vias to the layer above | GRT usage |
|---|---|---|
| met5 | - | 0 |
| met4 | 0 | 0 |
| met3 | 0 | 0.0278 |
| met2 | 50 | 0.131 |
| met1 | 317 | 0.0922 |
| li1 | 341 | - |
-- layout by cell type (no fill, tap or decap), drive strengths merged --
cell type / instances
dlymetal6s2s: 4
buf: 41
mux2: 32
dlygate4sd2: 46
clkdlybuf4s50: 14
-- logic make-up after synthesis --
family | Yosys count | synth area share
multiplexers | 32 | 0.869
buffers and inverters | 4 | 0.131
-- worst max-delay path: cells and delay by family --
kind,cells,cell delay (ns)
buffers and inverters,2,0.51
muxes,1,0.27
-- stage by stage --
stage | total power, mW | cells | hold slack (ns) | setup TNS (ns) | setup slack (ns)
2_1_floorplan | 0.206 | 36 | 0.498 | 0 | 0.0669
3_3_place_gp | 0.650 | 181 | 1.25 | -15.96 | -0.511
3_5_place_dp | 0.653 | 181 | 1.26 | -16.41 | -0.530
4_1_cts | 0.597 | 185 | 0.800 | -3.19 | -0.186
5_1_grt | 0.671 | 185 | 0.714 | -3.50 | -0.205
6_report | 0.629 | 185 | 0.702 | -2.97 | -0.185
-- area by class of cell --
class	instances	area share
Timing Repair Buffer	105	0.660
Multi-Input combinational cell	32	0.303
Tap cell	48	0.0378
Power is estimated from default activity; no workload was simulated.
