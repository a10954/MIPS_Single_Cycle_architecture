[./run.sh]
#!/bin/bash
# OpenROAD 26Q1-2900-gdf79404cd8, Yosys 0.63+post, stock flow scripts
make -C /OpenROAD-flow-scripts/flow DESIGN_CONFIG=/design/flow/config.mk WORK_HOME=/design/flow/orfs finish
[./config.mk]
export PLATFORM = sky130hd
export DESIGN_NAME = PC_REG
export DESIGN_NICKNAME = PC_REG
export VERILOG_FILES = /design/flow/design.v
export SDC_FILE = /design/flow/constraint.sdc
export NUM_CORES = 4
export LEC_CHECK = 1
export CORE_AREA = 10 10 85 85
export DIE_AREA = 0 0 95 95
[./constraint.sdc]
current_design PC_REG

set clk_period 1.0
set clk_io_pct 0.2

create_clock -name clk0 -period $clk_period [get_ports {clk}]

set non_clock_inputs [all_inputs -no_clocks]
set_input_delay [expr $clk_period * $clk_io_pct] -clock clk0 $non_clock_inputs
set_output_delay [expr $clk_period * $clk_io_pct] -clock clk0 [all_outputs]
[./design.v]
module PC_REG
  (
   clk,
   reset, 
   PC_in, 
   PC_out
   );
   parameter pc_delay = 1;  
   output [31:0] PC_out;				
   reg [31:0] 	 PC_out;
   reg [31:0] 	 next_PC;
   input [31:0]  PC_in;	
   input 	 clk;
   input 	 reset;
   always@(posedge clk or posedge reset)
     begin
	if (~reset)
	  PC_out = PC_in;
	else
	  PC_out = 32'h00400000;
     end
endmodule  
==> Changelog: implementation <==
## Implementation

* DR WL met2 at 1020 µm
* Slew margin rel. at 0.880
* And+or+nand+nor area frac at 0
* Ratio of total power to cell area at 1700 nW/µm²
* Vias in the first global route at 659
* Clk sinks at 32
* Overflow after GRT at 0
* Ys Warns at 1
* Mux area share at 0
* Yosys cell types at 3
* Failing checks: negative setup slack
* Die Area at 9030 µm²
* GRT Overall Usage at 0.0534
* RSZ-0062 raised after global routing: true
* Avg Inst Size Synth at 24.4 µm²
* Setup TNS Final at -73.2 ps
* Rows at 27
* Max_cap viols at 0
* Mapped Cells at 33
* WP data required at 800 ps
* Minimum clock period at 1070 ps
* Die H at 95 µm
* Number of antenna diodes at 0
* Comb area at 0 µm²
* Routed WL at 2460 µm
* GPL Wtd Cong at 0.824
* CP peak stage delay at 520 ps
* Comb area leader: buffers and inverters
* Placed Area at 1590 µm²
* Final ANT Viol Nets at 0
* Post-CTS setup buffer count at 0
* Fillers at 565
* OpenROAD warnings at 27
* Dpl cells at 172
* CTS max path bufs at 2
* Via density at 3.11
* CP Cell Sequence: buf_2
* Max Clk Rate at 932 MHz
* Crit end category: output pin
* Final hold viol count at 0
* Worst IR drop on VDD at 549 µV
* Total core area at 5470 µm²
* Total power at 2.58 mW
* Worst-path clk slew at 60 ps
* Met1 Wirelength at 843 µm
* Adder Area Share at 0
* Synthesis area per yosys at 806 µm²
* Post-Layout Cell Count at 180
* DR iter-0 viols at 11
* Die W at 95 µm
* Top routing layer in use: met4
* Global-route wire length before repair at 3620 µm
* XOR-XNOR Cells, Area Fraction at 0
* CTS tree: yes
* CTS H-tree depth at 2
* FP Core Util at 0.147
* I/O pins at 66
* Startpoint types: flop
* Synth Register Bits at 32
* Least-Margin Pin Slew at 180 ps
* Worst-path fanout max at 1
* DRT Pass-1 Iters at 3
* Final Max Slew Viols at 0
* Vias at 559
* Buf/Inv on CP at 1
* Mapped Area at 806 µm²
* Residual DRC count at 0
* Met3 wire length at 513 µm
* Layout cell share with drive strength beyond 1 at 0.380
* Buffers added on ports at 65
* Compound Share, Synth at 0
* Seq/Total Area, Yosys at 0.995
* Slowest CP cell: dfstp_2
* Drt wl/cell at 13.6 µm
* Crit path DAT at 870 ps
* Pre-CTS WS at -155 ps
* Max reg flops at 32
* Cell family with most CP delay: flip-flops
* Status: finished, violations left
* Endpoints failing setup at 1
* Ys cells at 33
* Largest net degree at the start of global routing at 22
* Multi-input logic cell count at 0
* Root Driver: clkbuf_8
* Crit path kind: flop to output pin
* Final period utilization at 1.07
* Initial antenna violation count at 0
* CTS Buf Count at 5
* PnR worst setup slack at -73.2 ps
* # hold bufs at CTS at 0
* Final Cell Area at 1520 µm²
* Area grow syn2layout at 88.2%
* Lkg Pwr at 0.696 nW
* Min-Delay Path Class: input pin to async pin
metrics by stage:
stage / hold WS [ps] / utilization
final: 308 / 0.277
after floorplan: 204 / -
after detailed placement: 607 / 0.290
after CTS: 300 / 0.277
after global routing: 314 / 0.277
after global placement: 591 / 0.290
layout make-up:
| type | instances | area (µm²) | share of cell area |
|---|---|---|---|
| Sequential cell | 32 | 802 | 0.529 |
| Timing Repair Buffer | 67 | 531 | 0.350 |
| Tap cell | 72 | 90.1 | 0.0594 |
| Clock buffer | 8 | 90.1 | 0.0594 |
| Inverter | 1 | 3.75 | 0.00248 |
cells in the mapped netlist:
cell     number  area (µm²)
dfrtp_1      31         776
dfstp_2       1        26.3
inv_1         1        3.75
tightest hold or removal path: stages:
cell	delay [ps]
clkdlybuf4s50_1	400
inv_1	150
buf_12	160
cells by family after synthesis:
group,after synthesis
buffers and inverters,1
flip-flops,32
where the power goes:
part | internal (mW) | switching (mW)
logic | 0.168 | 0.0561
registers | 1.36 | 0.0141
clock network | 0.560 | 0.422
layer usage:
metal / vias to the layer above / track usage
met2: 43 / 0.0715
met5: - / 0
met4: 0 / 0.0162
li1: 245 / -
met1: 263 / 0.0576
met3: 8 / 0.0529
layout by cell type, fill, tap and decap left out:
| master | Yosys | layout |
|---|---|---|
| inv_1 | 1 | 1 |
| clkbuf_8 | 0 | 6 |
| dfrtp_1 | 31 | 31 |
| buf_2 | 0 | 32 |
| clkdlybuf4s50_1 | 0 | 33 |
| buf_12 | 0 | 2 |
| dfstp_2 | 1 | 1 |
| clkbuf_1 | 0 | 2 |
timing repair:
item	CTS	global route
resized	96	0
hold endpoints to repair	0	0
pin swaps	0	0
endpoints found under the setup margin	32	1
final timing paths:
path / depth (start not counted) / slack (ps) / endpoint / from
worst max-delay path: 1 / -70 / PC_out[22] / PC_out[22]
worst min-delay path: 3 / 310 / PC_out[27] / reset
max in group asynchronous: 3 / 500 / PC_out[22] / reset
min in group clk0: 1 / 330 / PC_out[22] / PC_in[22]
No activity file was given, so power comes from the tool's default toggle rates.
